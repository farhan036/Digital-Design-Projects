`run.sh`:
```
#!/bin/bash
# OpenROAD 26Q1-2900-gdf79404cd8, Yosys 0.63+post, stock flow scripts
make -C /OpenROAD-flow-scripts/flow DESIGN_CONFIG=/design/flow/config.mk WORK_HOME=/design/flow/orfs finish
```
`config.mk`:
```
export PLATFORM = sky130hd
export DESIGN_NAME = wrapper
export DESIGN_NICKNAME = wrapper
export VERILOG_FILES = /design/flow/design.v
export SDC_FILE = /design/flow/constraint.sdc
export NUM_CORES = 4
export LEC_CHECK = 1
export CORE_AREA = 10 10 114 114
export DIE_AREA = 0 0 124 124
```
`constraint.sdc`:
```
current_design wrapper

set clk_period 2.9
set clk_io_pct 0.2

create_clock -name clk0 -period $clk_period [get_ports {clk}]

set non_clock_inputs [all_inputs -no_clocks]
set_input_delay [expr $clk_period * $clk_io_pct] -clock clk0 $non_clock_inputs
set_output_delay [expr $clk_period * $clk_io_pct] -clock clk0 [all_outputs]
```
`design.v`:
```
module ram_spi #(
    parameter adder_width=8,data_width=8
) (
    input [9:0] din,
    input clk,rst_n,rx_valid,
    output reg tx_valid,
    output [data_width-1:0] dout
);
reg [adder_width-1:0] write_address,read_address;
reg [9:0] memory [0:255];
always @(posedge clk,negedge rst_n) begin
    if(!rst_n)
    write_address <= 0;
    read_address <= 0;
    tx_valid <= 1'b0;
end
always @(*) begin
    case(din[9:8])
    2'b00:
    begin 
        if(rx_valid)
        write_address=din[7:0];
        tx_valid=1'b0;
    end
    2'b01:
    begin 
        if(rx_valid)
    memory[write_address]=din[7:0];
    tx_valid=1'b0;
    end
    2'b10:
    begin if(rx_valid)
    read_address=din[7:0];
    tx_valid=1'b0;
    end
    2'b11:
    begin
        memory[read_address]=din[7:0];
        tx_valid=1'b1;
    end
    default:tx_valid=1'b0;
    endcase
end
    assign dout=memory[read_address];
endmodule
module spi_slave (
    input MOSI, tx_valid, rst_n, clk,
    input [7:0] tx_data,
    input [1:0] SS_n,
    output reg MISO,
    output reg rx_valid,
    output reg [9:0] rx_data
);
    localparam IDLE = 0;
    localparam READ = 1;
    localparam WRITE = 2;
    localparam CHK_CMD = 3;
    reg [2:0] state_reg, state_next;
    reg [3:0] count_reg, count_next;
    reg [3:0] countx_reg, countx_next;
    reg [9:0] data_reg, data_next;
    always @(posedge clk or negedge rst_n) begin
        if (!rst_n) begin
            state_reg <= IDLE;
            data_reg <= 10'b0;  
            count_reg <= 0;
            countx_reg <= 0;
            rx_valid <= 0;
        end 
        else begin
            state_reg <= state_next;
            data_reg <= data_next;
            count_reg <= count_next;
            countx_reg <= countx_next;
        end
    end
    always @(*) begin
        state_next = state_reg;
        data_next = data_reg;
        count_next = count_reg;
        countx_next = countx_reg;
        rx_valid = 0;  
        case (state_reg)
            IDLE: begin
                if (!SS_n) 
                    state_next = CHK_CMD;
            end
            CHK_CMD: begin
                if (SS_n == 2'b00 && MOSI == 0)
                    state_next = WRITE;
                else if (SS_n == 2'b00 && MOSI == 1)
                    state_next = READ;
                else if (SS_n != 2'b00)
                    state_next = IDLE;
            end
            WRITE: begin
                if (SS_n) 
                    state_next = IDLE;
                else 
                begin count_next = count_reg + 1;
                if(count_reg<10)
                    data_next = {data_reg[8:0],MOSI};
                   else if (count_reg == 10) begin
                        rx_valid = 1;
                        state_next = IDLE;
                        count_next=0;  
                    end
                end
            end
            READ: begin
                if (SS_n != 2'b00) 
                    state_next = IDLE;
                else begin
                    MISO=tx_data[7-countx_reg];
                    countx_next=countx_reg+1;
                    if(countx_next==8) begin
                        countx_next=0;
                        state_next=IDLE;
                    end
                end
            end
            default: state_next = IDLE;
        endcase
    end
    assign rx_data = data_reg;
endmodule
module wrapper (
    input MOSI,
    input [1:0] SS_n,
    input clk,rst_n,
    output MISO
);
wire [9:0] rx_data;
wire rx_valid;
wire [7:0] tx_data;
wire tx_valid;
ram_spi#(.adder_width(8),.data_width(8)) ram1(
.din(rx_data),
.rx_valid(rx_valid),
.dout(tx_data),
.tx_valid(tx_valid),
.clk(clk),
.rst_n(rst_n)
);
spi_slave slave1(
.rx_data(rx_data),
.rx_valid(rx_valid),
.tx_data(tx_data),
.tx_valid(tx_valid),
.clk(clk),
.rst_n(rst_n),
.MOSI(MOSI),
.SS_n(SS_n),
.MISO(MISO)
);
endmodule
```
==> Slide: Implementation Results <==
Run Summary

Outcome
  • Status: complete, no violations

Worst setup path
  • Crit-path leading delay family: simple AND/OR/NAND/NOR gates
  • CP Launch Type: input port
  • Critical path's largest stage delay: 0.51 ns
  • Crit-path slowest cell: clkdlybuf4s50_1
  • Critical Path Stages: 4
  • CP Cell Sequence: clkdlybuf4s50_1 -> or3b_4 -> or3_1 -> o21ai_1
  • Crit path DAT: 2.00 ns
  • WS Path Type: in -> reg
  • Worst EP required: 3.09 ns
  • FF-to-FF Start: slave1.state_reg[2]
  • CP endpoint kind: flip-flop
  • CP bufs+invs: 1
  • Worst reg2reg path depth: 3
  • Worst Path Max Fanout: 6
  • R2R setup slack: 1.56 ns
  • Reg-to-reg endpoint: slave1.countx_reg[0]

Clock network
  • CTS tree: yes
  • Setup Fix Bufs, Post-CTS: 0
  • H-Tree Depth: 1
  • # hold bufs at CTS: 0
  • Clk root buf: clkbuf_8
  • CTS Buf Count: 3
  • Latency at later pin: 0.26 ns
  • Clock transition at path regs: 0.08 ns
  • Post_cts resized: 0
  • Worst-case clock buffer depth: 2

Min path
  • Worst hold path cell count: 1
  • WHS Endpoint: slave1.data_reg[9]
  • Min-delay worst type: reg -> reg
  • HP Start: slave1.data_reg[9]

Finish
  • Register area: 687 um^2
  • Finished Layout Cells: 244
  • Combinational Area: 494 um^2
  • Fraction of layout cells with a size suffix above 1: 22.2%
  • Fillers: 1,150
  • Final design utilization: 14.4%
  • Most instantiated logic cells after routing: 21 x dfrtp_1, 11 x mux2_2, 9 x dlxtn_1
  • Max reg flops: 10
  • Commonest Layout Cell: dfrtp_1
  • Synthesis-to-layout area growth: 22.6%

Detailed routing
  • Routed via count: 737
  • Antenna Nets Post-Route: 0
  • N_diodes: 0
  • Total wire length: 1.98 mm
  • Residual DRC: 0
  • Starting DRT DRC Count: 91
  • DR WL/cell: 8.11 um
  • 1st-pass router iterations: 3
  • Via-per-instance ratio: 3.02

Logic synthesis
  • Syn. warnings: 38
  • Yosys Instances: 101
  • Chip Area, Yosys: 1220 um^2
  • Commonest flop: dfrtp_1
  • Synth Area per Inst: 12.1 um^2
  • Post-synth EDFFs: 0
  • Cell Area, Synth: 1220 um^2
  • Post-synth regs: 31
  • Async S/R FF share, synth: 71.0%
  • Yosys cell types: 36
  • Post-Syn Instances: 101

Place
  • Hpwl dp: 1.45 mm
  • Cells after DPL: 240
  • Placer congestion estimate: 0.789
  • Port bufs: 5

STA
  • Fin. Hold Viols: 0
  • Achievable clock frequency: 552 MHz
  • Register pins left without a clock: 9
  • Number of unconstrained endpoints: 10
  • Worst-Margin Slew: 0.314 ns
  • Period utilization: 62.4%
  • Setup Viol. Count Final: 0
  • Rel. slew slack: 79.1%
  • Fin crit period: 1.81 ns
  • Final Max-Slew Violation Tally: 0
  • TNS Setup: 0 ns
  • Final Skew: 0.00726 ns
  • RSZ-0062 raised after global routing: no

Job
  • OpenROAD warning count: 26
  • Max-capacitance violation count: 0

Power
  • Maximum VDD drop: 0.111 mV
  • Leakage power: 0.614 nW
  • PwrDens: 455 nW/um^2

Floorplanning
  • Die X: 124 um
  • Core Box Area: 10,400 um^2
  • Die Y: 124 um
  • Die area: 15,400 um^2
  • Pre-Place Util: 11.7%
  • I/O Pins: 6
  • Number of core rows: 37

Global route
  • GR Overflow Total: 0
  • Initial antenna violation count: 0
  • Vias in the first global route: 695
  • Pin count of the biggest net entering global routing: 23
  • First-pass GRT wire length: 3.30 mm
  • GRT Total Usage: 2.57%
[logic make-up after synthesis]
group | Yosys count | synth area share (%)
adders and majority gates | 3 | 3.08
xor gates and xnor gates | 1 | 0.718
buffers and inverters | 7 | 3.18
latches | 9 | 11.1
DFF | 22 | 45.2
muxes | 15 | 14.5
and+or+nand+nor | 26 | 12.5
AOI/OAI and AO/OA | 18 | 9.74
[power by group]
group	switching [mW]	internal, mW	total (mW)
sequential	0.0168	0.326	0.343
clock	0.0995	0.184	0.284
combinational	0.0234	0.0295	0.0528
[area by class of cell]
class / instances / area share [%]
timing repair buffer: 6 / 3.85
tap: 136 / 11.4
multi-input combinational: 63 / 33.1
clock buffer: 3 / 2.76
sequential: 31 / 45.9
clock inverter: 1 / 2.01
inverter: 4 / 1.00
[worst reg2reg max path: cells and delay by family (launching register included)]
family	cells	cell delay, ns
AND/OR/NAND/NOR	1	0.48
flip-flops	1	0.42
AND-OR/OR-AND	2	0.38
[worst max-delay path by stage]
stage / startpoint / end / slack, ns
5_1_grt: SS_n[1] / slave1.data_reg[8] / 1.03
6_report: SS_n[1] / slave1.count_reg[3] / 1.09
4_1_cts: SS_n[1] / slave1.count_reg[3] / 1.10
[metrics by stage]
step | total power [mW] | setup WS [ns] | hold slack, ns | area [um^2]
2_1_floorplan | 0.375 | 1.43 | 0.284 | 1220
6_report | 0.680 | 1.09 | 0.511 | 1500
4_1_cts | 0.690 | 1.10 | 0.512 | 1500
3_5_place_dp | 0.403 | 0.825 | 0.494 | 1420
3_3_place_gp | 0.402 | 0.853 | 0.487 | 1420
5_1_grt | 0.712 | 1.03 | 0.524 | 1500
[cells in the mapped netlist, types with 2 or more instances]
cell	count	area, um^2
dfrtp_1	21	526
mux2_2	11	124
dlxtn_1	9	135
o21ai_0	7	35.0
nand2_1	6	22.5
nand3_1	5	25.0
inv_1	4	15.0
a21oi_1	3	15.0
ha_1	3	37.5
mux2i_1	3	30.0
nor2_1	3	11.3
a21o_1	2	15.0
[per-layer routing]
metal  GRT usage [%]  up-vias  wire length [um]
li1                -      373                 -
met5               0        -                 0
met2            3.84        2               888
met1            3.73      362              1030
met3           0.735        0                61
met4           0.360        0                 0
No activity file was given, so power comes from the tool's default toggle rates.
