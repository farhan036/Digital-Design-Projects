$ cat flow/design.v
module ASYNC_FIFO #(
    parameter DATA_WIDTH = 8,   
              DEPTH = 8,        
              ADDR_SIZE = 3     
) (
    input wire W_CLK,                   
    input wire W_RST,                   
    input wire W_INC,                   
    input wire R_CLK,                   
    input wire R_RST,                   
    input wire R_INC,                   
    input wire [DATA_WIDTH-1:0] WR_DATA,  
    output wire FULL,                   
    output wire EMPTY,                  
    output wire [DATA_WIDTH-1:0] RD_DATA  
);
    wire [ADDR_SIZE-1:0] waddr;         
    wire [ADDR_SIZE-1:0] raddr;         
    wire [ADDR_SIZE:0] wptr;            
    wire [ADDR_SIZE:0] rptr;            
    wire [ADDR_SIZE:0] wq2_rptr;        
    wire [ADDR_SIZE:0] rq2_wptr;        
    FIFO_MEM_CNTRL #(
        .DATA_WIDTH(DATA_WIDTH),
        .DEPTH(DEPTH),
        .ADDR_SIZE(ADDR_SIZE)
    ) MEM (
        .wdata(WR_DATA),    
        .winc(W_INC),       
        .wfull(FULL),       
        .waddr(waddr),      
        .wclk(W_CLK),       
        .RST(W_RST),        
        .rdata(RD_DATA),    
        .raddr(raddr)       
    );
    FIFO_WR #(.ADDR_SIZE(ADDR_SIZE)) WR (
        .wclk(W_CLK),
        .wrst_n(W_RST),
        .winc(W_INC),
        .wfull(FULL),
        .waddr(waddr),        
        .wptr(wptr),          
        .wq2_rptr(wq2_rptr)   
    );
    FIFO_RD #(.ADDR_SIZE(ADDR_SIZE)) RD (
        .rclk(R_CLK),
        .rrst_n(R_RST),
        .rinc(R_INC),
        .rempty(EMPTY),        
        .raddr(raddr),         
        .rptr(rptr),           
        .rq2_wptr(rq2_wptr)    
    );
    DF_SYNC #(.BUS_WIDTH(ADDR_SIZE+1)) sync_r2w (
        .CLK(W_CLK),        
        .RST(W_RST),        
        .ASYNC(rptr),       
        .SYNC(wq2_rptr)     
    );
    DF_SYNC #(.BUS_WIDTH(ADDR_SIZE+1)) sync_w2r (
        .CLK(R_CLK),        
        .RST(R_RST),        
        .ASYNC(wptr),       
        .SYNC(rq2_wptr)     
    );
endmodule
module DF_SYNC # ( 
   parameter NUM_STAGES = 2 ,
	 parameter BUS_WIDTH = 1 
)(
input    wire                      CLK,
input    wire                      RST,
input    wire    [BUS_WIDTH-1:0]   ASYNC,
output   reg     [BUS_WIDTH-1:0]   SYNC
);
reg   [NUM_STAGES-1:0] sync_reg [BUS_WIDTH-1:0] ;
integer  I ;
always @(posedge CLK or negedge RST)
 begin
  if(!RST)       
   begin
     for (I=0; I<BUS_WIDTH; I=I+1)
      sync_reg[I] <= 'b0 ;
   end
  else
   begin
    for (I=0; I<BUS_WIDTH; I=I+1)
     sync_reg[I] <= {sync_reg[I][NUM_STAGES-2:0],ASYNC[I]};    
   end  
 end
always @(*)
 begin
  for (I=0; I<BUS_WIDTH; I=I+1)
    SYNC[I] = sync_reg[I][NUM_STAGES-1] ; 
 end  
endmodule
module FIFO_MEM_CNTRL #(
    parameter DATA_WIDTH =8,     
              DEPTH = 8 ,        
              ADDR_SIZE = 3      
) (
    input wire [DATA_WIDTH-1:0] wdata,           
    input wire [ADDR_SIZE-1:0] waddr,            
    input wire [ADDR_SIZE-1:0] raddr,            
    input wire wfull,                            
    input wire winc,                             
    input wire wclk,                             
    input wire RST,                              
    output wire [DATA_WIDTH-1:0] rdata           
);
    reg [DATA_WIDTH-1:0] Reg_File [DEPTH-1:0];   
    wire wclken;
    assign wclken = winc & !wfull;       
    integer i;
   assign rdata = Reg_File[raddr];  
    always @(posedge wclk or negedge RST)
        begin
            if(!RST)
                begin
                    for (i = 0;i<DEPTH ;i=i+1 ) 
                    begin
                        Reg_File[i] <= 'd0;
                    end
                end
            else if (wclken)
                    Reg_File[waddr] <= wdata;   
        end
endmodule
module FIFO_RD #(parameter  ADDR_SIZE = 3)(
    input wire rclk,                         
    input wire rrst_n,                       
    input wire rinc,                         
    input wire  [ADDR_SIZE:0] rq2_wptr,      
    output reg  [ADDR_SIZE:0] rptr,          
    output wire [ADDR_SIZE-1:0] raddr,       
    output reg       rempty                  
);  
    reg  [ADDR_SIZE:0] r_binary;                     
    wire [ADDR_SIZE:0] r_binarynext,r_gray_next;     
    wire rempty_assign;                              
    always @(posedge rclk or negedge rrst_n) 
    begin
        if(!rrst_n)
        begin
            rptr<=     'd0;
            rempty<=   1'd1;
            r_binary<= 'd0;
        end
        else
        begin
            rptr<=     r_gray_next;          
            rempty<=   rempty_assign;        
            r_binary<= r_binarynext;         
        end
    end
    assign raddr = r_binary[ADDR_SIZE-1:0];                   
    assign r_binarynext = r_binary + (rinc & ~rempty);        
    assign r_gray_next = r_binarynext ^ (r_binarynext>>1);    
    assign rempty_assign = (r_gray_next == rq2_wptr);         
endmodule
module FIFO_WR #(parameter  ADDR_SIZE = 3)(
    input wire wclk,                         
    input wire wrst_n,                       
    input wire winc,                         
    input wire [ADDR_SIZE:0] wq2_rptr,       
    output reg [ADDR_SIZE:0] wptr,           
    output wire [ADDR_SIZE-1:0] waddr,       
    output reg wfull                         
);
reg  [ADDR_SIZE:0] w_binary;                     
wire [ADDR_SIZE:0] w_gray_next,w_binarynext;     
wire wfull_assign;                               
always @(posedge wclk or negedge wrst_n) 
begin
    if(!wrst_n)
        begin
            wptr<=     'd0;
            wfull<=    1'd0;
            w_binary<= 'd0;
        end
    else 
        begin
            w_binary<= w_binarynext;         
            wptr<= w_gray_next;              
            wfull<= wfull_assign;            
        end
end    
assign waddr = w_binary[ADDR_SIZE-1:0];                  
assign w_binarynext = w_binary + (winc & ~wfull);        
assign w_gray_next= w_binarynext ^ (w_binarynext>>1);    
assign wfull_assign = ((w_gray_next[ADDR_SIZE] != wq2_rptr[ADDR_SIZE]) && (w_gray_next[ADDR_SIZE-1] != wq2_rptr[ADDR_SIZE-1]) && (w_gray_next[ADDR_SIZE-2:0] == wq2_rptr[ADDR_SIZE-2:0]));
endmodule
$ cat flow/run.sh
#!/bin/bash
# OpenROAD 26Q1-2900-gdf79404cd8, Yosys 0.63+post, stock flow scripts
make -C /OpenROAD-flow-scripts/flow DESIGN_CONFIG=/design/flow/config.mk WORK_HOME=/design/flow/orfs finish
$ cat flow/config.mk
export PLATFORM = sky130hd
export DESIGN_NAME = ASYNC_FIFO
export DESIGN_NICKNAME = ASYNC_FIFO
export VERILOG_FILES = /design/flow/design.v
export SDC_FILE = /design/flow/constraint.sdc
export NUM_CORES = 4
export LEC_CHECK = 1
export CORE_UTILIZATION = 40
$ cat flow/constraint.sdc
current_design ASYNC_FIFO

set clk_period 3.3
set clk_io_pct 0.2

create_clock -name clk0 -period $clk_period [get_ports {R_CLK}]
create_clock -name clk1 -period $clk_period [get_ports {W_CLK}]

set non_clock_inputs [all_inputs -no_clocks]
set_input_delay [expr $clk_period * $clk_io_pct] -clock clk0 $non_clock_inputs
set_output_delay [expr $clk_period * $clk_io_pct] -clock clk0 [all_outputs]
==> flow_metrics.py <==
# Physical implementation metrics
metrics = {
    "outcome": {
        "status": "finished, final reports clean",
    },
    "synth": {
        "flop_cell": "dfrtp_1",
        "edf_count": 0,
        "synthCells": 303,
        "ys_sh_mux_pct": 20.4,
        "yosys.stat.chipArea_um2": 4210,
        "aoi_share_pct": 5.89,
        "ys_sh_simple_pct": 8.23,
        "ys_warn_count": 6,
        "logic_family": "multiplexers",
        "async_reset_ff_share_pct": 100,
        "synth_flop_count": 96,
        "ys_seq_share_pct": 57.1,
        "fa_ha_area_share_pct": 1.19,
        "ys_sh_xor_pct": 5.17,
        "syn_area_um2": 4210,
        "syn_avg_cell_area_um2": 13.9,
        "yosysCellCount": 303,
        "synth.distinct_cells": 50,
    },
    "cells_and_area": {
        "final_layout_size_suffix_gt1_share_pct": 31.9,
        "largest_reg_flops": 64,
        "fin_cells": 478,
        "fill_cells": 928,
        "area_delta_synth_final_pct": 14.8,
        "final_core_util_pct": 47.0,
    },
    "final_timing": {
        "rsz0062_at_grt": "no",
        "final.setup_skew_ps": 11.1,
        "relSlewSlack_pct": 52.8,
        "setup_viol": 0,
        "finalSetupTns_ps": 0,
        "worst_pin_slew_ps": 706,
        "finalHoldViolCount": 0,
        "finalMaxSlewViolations": 0,
        "hold_ws_ps": 224,
    },
    "routing": {
        "vias": 2486,
        "wl_mm": 8.47,
        "drt_iter0_drc": 137,
        "antenna_cells_inserted": 0,
        "drc": 0,
        "viasPerCell": 5.20,
        "first_pass_iters": 4,
        "ant_nets": 0,
        "wl_per_cell_um": 17.7,
    },
    "run": {
        "cap_violations": 0,
        "openroad.warnings": 27,
    },
    "power": {
        "power_leakage_nw": 2.07,
        "powerDensity_nw_per_um2": 1040,
        "pwr-share-clk_pct": 16.7,
        "internal-power_mw": 3.41,
        "combPwrFrac_pct": 41.2,
        "p_sw_share_pct": 32.4,
        "peakVddDrop_v": 0.000389,
        "sequentialPowerShare_pct": 42.1,
        "power_mw": 5.04,
        "p_sw_mw": 1.63,
    },
    "global_route": {
        "grt_pass1_vias": 2579,
        "overflow": 0,
        "antenna_found_initial": 0,
        "grt_max_degree": 31,
        "track_usage_pct": 17.6,
        "grt_first_pass_wirelength_mm": 14.1,
    },
    "clock_tree": {
        "cts_hold_buf": 0,
        "cts_tree": "done",
        "cts.sinks": 96,
        "post_cts.resized_instances": 0,
        "clk_pin_slew_worst_paths_ps": 80,
        "cts_setup_buffers": 0,
    },
    "min_path": {
        "min_path_type": "input port to asynchronous set/reset pin",
    },
    "critical_path": {
        "crit_type": "flop to primary output",
        "crit_end": "RD_DATA[4]",
        "critPathMaxFanout": 10,
        "critPathBufInv": 2,
        "worst-r2r-cell-count": 7,
        "critPathTopFamily": "buffers and inverters",
        "reg2reg_to": "RD.rempty",
        "crit_required_ps": 2640,
        "r2r-start": "RD.r_binary[0]",
        "start_kind": "flop",
        "end_kind": "primary output",
        "r2r_slack_ps": 1150,
        "cp_num_cells": 4,
        "cp.arrival_ps": 2320,
        "max_stage_delay_ps": 570,
        "startpoint": "RD.r_binary[2]",
        "slowest_stage": "dfrtp_1",
        "cp_cell_sequence": "clkinv_1 > nand3_1 > o32a_1 > clkdlybuf4s50_1",
    },
    "floorplanning": {
        "fp.coreArea_um2": 10300,
        "rows": 37,
        "initCoreUtil_pct": 41.0,
        "die_w_um": 105,
        "dieArea_um2": 10900,
        "ios": 24,
        "die_h_um": 105,
    },
    "placed_design": {
        "portBuffers": 22,
        "routabilityCongestion": 0.760,
        "dp.cells": 460,
        "dp_hpwl_mm": 5.68,
    },
}
layer usage:
layer  GRT usage [%]  share of wire (%)  vias up  routed length [µm]
li1                -                  -     1152                   -
met2            26.0                 46       61                3880
met1            26.0                 45     1262                3800
met3            7.69                8.0       11                 674
met5               0                  0        -                   0
met4            2.01                1.3        0                 112
worst min-delay path by stage:
stage,end,cells past startpoint,startpoint,slack [ps]
6_report,MEM.Reg_File[1][2],1,W_RST,220
5_1_grt,MEM.Reg_File[1][5],1,W_RST,230
4_1_cts,MEM.Reg_File[1][5],1,W_RST,220
cell usage in the layout, fill, tap and decap left out, drive strengths merged, types with 2 or more instances in the layout:
cell,n
a22o,3
nand3,11
ha,4
xnor2,7
clkinv,4
buf,10
and3,2
dfrtp,95
xor2,10
nor2,15
a31oi,2
mux2i,7
nor2b,13
a21oi,5
mux2,66
nand2,8
nor3b,2
clkdlybuf4s50,21
o221a,2
o21ai,6
a22oi,4
a221oi,4
inv,4
or3,2
nand3b,2
mux4,2
clkbuf,14
synth_stat cells (3+ instances only):
| master | number | area share (%) |
|---|---|---|
| nor2b_1 | 12 | 1.8 |
| a22o_1 | 3 | 0.62 |
| o21ai_0 | 6 | 0.71 |
| ha_1 | 4 | 1.2 |
| mux2_2 | 66 | 18 |
| dfrtp_1 | 95 | 56 |
| buf_4 | 4 | 0.71 |
| nand3_1 | 10 | 1.2 |
| nor2_1 | 14 | 1.2 |
| xor2_1 | 7 | 1.5 |
| a22oi_1 | 4 | 0.71 |
| a21oi_1 | 5 | 0.59 |
| xnor2_1 | 7 | 1.5 |
| a221oi_1 | 4 | 0.83 |
| inv_1 | 4 | 0.36 |
| xor2_2 | 3 | 1.2 |
| nand2_1 | 7 | 0.62 |
| mux2i_1 | 7 | 1.7 |
| clkbuf_1 | 3 | 0.27 |
per-stage QoR:
stage	setup slack, ps	area, µm²
floorplan	1170	4210
global placement	538	4600
detailed placement	506	4600
CTS	296	4830
global route	167	4830
finish	322	4830
power groups by stage:
stage | sequential [mW] | clock (mW) | combinational [mW]
4_1_cts | 2.13 | 0.869 | 2.11
5_1_grt | 2.21 | 0.921 | 2.30
6_report | 2.12 | 0.841 | 2.08
cell families after synthesis:
| group | Yosys count |
|---|---|
| DFF | 96 |
| muxes | 75 |
| AOI/OAI and AO/OA | 34 |
| and+or+nand+nor | 59 |
| buffers and inverters | 16 |
| xor gates and xnor gates | 19 |
| adders and majority gates | 4 |
worst reg2reg max path: cells and delay by family, from the launching register on:
kind | cells | cell delay, ps
xor+xnor | 2 | 470
fa+ha+maj | 2 | 460
compound gates | 1 | 190
buf+inv | 1 | 210
flops | 1 | 370
simple gates | 1 | 370
cell type report:
cell class	instances	area (µm²)	share of cell area (%)
repair buffers	31	285	5.90
clock inverters	4	47.5	0.984
inverters	6	22.5	0.466
well taps	136	170	3.52
flip-flops and latches	96	2400	49.7
clock buffers	14	183	3.78
multi-input cells	191	1720	35.6
No activity file was given, so power comes from the tool's default toggle rates.
