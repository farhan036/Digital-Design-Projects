===== flow/run.sh =====
#!/bin/bash
# OpenROAD 26Q1-2900-gdf79404cd8, Yosys 0.63+post, stock flow scripts
make -C /OpenROAD-flow-scripts/flow DESIGN_CONFIG=/design/flow/config.mk WORK_HOME=/design/flow/orfs finish

===== flow/config.mk =====
export PLATFORM = sky130hd
export DESIGN_NAME = UART_TX
export DESIGN_NICKNAME = UART_TX
export VERILOG_FILES = /design/flow/design.v
export SDC_FILE = /design/flow/constraint.sdc
export NUM_CORES = 4
export LEC_CHECK = 1
export CORE_AREA = 10 10 83 83
export DIE_AREA = 0 0 93 93

===== flow/constraint.sdc =====
current_design UART_TX

set clk_period 2.1
set clk_io_pct 0.2

create_clock -name clk0 -period $clk_period [get_ports {CLK}]

set non_clock_inputs [all_inputs -no_clocks]
set_input_delay [expr $clk_period * $clk_io_pct] -clock clk0 $non_clock_inputs
set_output_delay [expr $clk_period * $clk_io_pct] -clock clk0 [all_outputs]

===== flow/design.v =====
module uart_fsm (
    input wire        CLK,
    input wire        RST,  
    input wire        Data_Valid,  
    input wire        PAR_EN,  
    input wire        SER_DONE,  
    output reg        SER_EN,  
    output reg [1:0]  mux_sel,
    output reg        busy  
);
    typedef enum bit [2:0] {  
               IDLE   = 3'b000,
               START  = 3'b001,
               SEND   = 3'b011,
               PARITY = 3'b010,
               STOP   = 3'b110
    } state;
    state current_state, next_state;
    always @(posedge CLK or negedge RST) begin
        if (!RST)
            current_state <= IDLE;
        else
            current_state <= next_state;
    end
    always @(*) begin
        SER_EN  = 1'b0;
        mux_sel = 2'd0;  
        busy    = 1'b0;
        case (current_state)
            IDLE: begin
                SER_EN  = 1'b0;
                mux_sel = 2'd1;
                busy    = 1'b0;
                if (Data_Valid)
                    next_state = START;
                else
                    next_state = IDLE;
            end
            START: begin
                SER_EN  = 1'b1;
                mux_sel = 2'd0;
                busy    = 1'b1;
                next_state = SEND;
            end
            SEND: begin
                SER_EN  = 1'b1;
                mux_sel = 2'd2;
                busy    = 1'b1;
                if (SER_DONE == 0)
                    next_state = SEND;
                else if (PAR_EN)
                        next_state = PARITY;
                else
                        next_state = STOP;
            end
            PARITY: begin
                SER_EN  = 1'b0;
                mux_sel = 2'd3;
                busy    = 1'b1;
                next_state = STOP;
            end
            STOP: begin
                SER_EN  = 1'b0;
                mux_sel = 2'd1;
                busy    = 1'b1;
                next_state = IDLE;
            end
            default: begin
                next_state = IDLE;
            end
        endcase
    end
endmodule
module mux (
    input CLK ,RST ,  
    input wire [1:0] mux_sel ,
    input wire SER_DATA, 
    input wire par_bit ,  
    output reg TX_OUT  
);
     always @(*) 
        begin
                begin
                    case (mux_sel)
                     2'b00   : TX_OUT= 1'b0;         
                     2'b01   : TX_OUT= 1'b1;        
                     2'b10   : TX_OUT= SER_DATA;   
                     2'b11   : TX_OUT= par_bit;   
                    default  : TX_OUT= 1'b0; 
                    endcase
                end
        end
endmodule
module Serializer (
    input  wire       CLK,
    input  wire       RST,         
    input  wire [7:0] P_DATA,      
    input  wire       SER_EN,      
    output reg        SER_DATA,    
    output reg        SER_DONE     
);
    reg [7:0] S_DATA;
    reg [3:0] COUNT;
    always @(posedge CLK or negedge RST) begin
    if (!RST) begin
        SER_DATA <= 1'b0;
        SER_DONE <= 1'b0;
        COUNT    <= 4'd0;
        S_DATA   <= 8'd0;
    end 
    else 
    begin
        if (SER_EN) 
        begin
            if (COUNT == 4'd0) 
            begin
                S_DATA   <= P_DATA >> 1;
                SER_DATA <= P_DATA[0];
                COUNT    <= 4'd1;
                SER_DONE <= 1'b0;
            end 
            else if (COUNT < 4'd7) 
            begin
                SER_DATA <= S_DATA[0];
                S_DATA   <= S_DATA >> 1;
                COUNT    <= COUNT + 1;
                SER_DONE <= 1'b0;
            end 
            else if (COUNT == 4'd7) 
            begin
                SER_DATA <= S_DATA[0];  
                COUNT    <= 4'd0;
                SER_DONE <= 1'b1;  
            end
        end 
        else 
        begin
            SER_DATA <= 1'b0;
            SER_DONE <= 1'b0;
            COUNT    <= 4'd0;
        end
    end
end
endmodule
module UART_TX (
    input wire CLK,
    input wire RST,  
    input wire [7:0] P_DATA,  
    input wire Data_Valid,  
    input wire PAR_EN,  
    input wire PAR_TYP,  
    output wire TX_OUT,  
    output wire busy  
);
    wire SER_DATA;
    wire SER_EN;
    wire SER_DONE;
    wire [1:0] mux_sel;
    wire par_bit;
    Serializer DUT1 (
        .CLK(CLK),
        .RST(RST),
        .P_DATA(P_DATA),
        .SER_EN(SER_EN),
        .SER_DATA(SER_DATA),
        .SER_DONE(SER_DONE)
    );
    uart_fsm DUT2 (
        .CLK(CLK),
        .RST(RST),
        .Data_Valid(Data_Valid),
        .PAR_EN(PAR_EN),
        .SER_DONE(SER_DONE),
        .SER_EN(SER_EN),
        .mux_sel(mux_sel),
        .busy(busy)
    );
    parity_calc DUT3 (
        .CLK(CLK),
        .RST(RST),
        .P_DATA(P_DATA),
        .Data_Valid(Data_Valid),
        .busy_par(busy),
        .PAR_TYP(PAR_TYP),
        .par_bit(par_bit)
    );
    mux DUT4(
        .CLK(CLK),
        .RST(RST),
        .mux_sel(mux_sel),
        .SER_DATA(SER_DATA),
        .par_bit(par_bit),
        .TX_OUT(TX_OUT)
    );
endmodule
module parity_calc (
    input wire CLK,
    input wire RST,           
    input wire [7:0] P_DATA,  
    input wire Data_Valid,    
    input wire PAR_TYP,       
    input wire busy_par,      
    output reg par_bit        
);
    always @(posedge CLK or negedge RST) 
    begin
        if (!RST)
            par_bit <= 1'b0;  
        else if (Data_Valid && !busy_par)
            par_bit <= (PAR_TYP) ? ~(^P_DATA) : (^P_DATA);
        else
            par_bit <= par_bit;   
    end
endmodule

==> changes_impl.md <==
## Implementation

- Max Slew Vio Count: 0
- Relative slew slack: 0.6100
- Worst Path Arrival: 1.49 ns
- Top area cell types: dfrtp_1 (47%), mux2i_1 (7.3%), o21ai_0 (5.2%), nand2_1 (4.7%), xnor2_1 (4.6%)
- Final period util: 0.9102
- Critical path startpoint category: flip-flop
- GP Congestion: 0.8189
- Worst setup path start: DUT2.current_state[2]
- Antenna violations before repair: 0
- Clk latency late pin: 0.25 ns
- Pwr dens: 733.6 mW/mm2
- Hpwl dp: 1548 um
- Area grow syn2layout: 30.71%
- # DRC: 0
- Core ar.: 0.005140 mm2
- Detail Route Antenna Nets: 0
- Fin cells: 184
- Via count: 696
- Leak Pwr: 0.5601 nW
- Log Warnings: 26
- Worst path max stage delay: 0.46 ns
- Die Span X: 93 um
- RR Endpoint: DUT1.S_DATA[6]
- Yosys cell count: 94
- YS chip area: 953.4 um2
- Post-Syn Area: 953.4 um2
- Number of global-route vias before repair: 745
- FP Rows: 26
- Detailed Routing Iterations Pass 1: 4
- Num CTS Buffers: 3
- WL per Instance: 10.77 um
- PortBufs: 14
- Slowest cell on the critical path: clkdlybuf4s50_1
- Crit path required time: 1.68 ns
- Placed insts: 180
- Post-Route Setup TNS: 0 ns
- Syn_area_per_cell: 10.14 um2
- Final Skew: 0.006171 ns
- Maximum fanout along the worst path: 3
- Flop2flop setup slack: 0.43 ns
- Post-CTS Setup Repair Bufs: 0
- # diodes: 0
- Vias per inst: 3.783
- Worst R2R Start: DUT1.COUNT[0]
- Post-synth seq share: 0.5000
- Path length in cells of the critical path: 4
- Cts hold-fix bufs: 0
- Finish-stage setup viols: 0
- Share of cells above drive strength 1: 0.09649
- Clk slew on worst S/H paths: 0.07 ns
- Cell taking the most area after synthesis: dfrtp_1
- Core Util at FP: 0.1855
- CP bufs+invs: 1
- CTS tree: done
- Worst slew pin tran: 0.5811 ns
- Crit path cell chain: nor2_1 > nand4b_1 > nand2_1 > clkdlybuf4s50_1
- DRT Wirelength: 1981 um
- R2R depth: 6
- Critical path's top delay family: buffers and inverters
- Distinct lib cells: 26
- Worst Hold Class: input port to asynchronous set/reset pin
- Post-Syn Instances: 94
- YS warnings: 4
- Clock Path Buffers: 2
- First-pass GRT wire length: 3525 um
- Critical Path Sink: TX_OUT
- Total GRT Usage: 0.04917
- Die ar.: 0.008649 mm2
- Worst slack, placed: 0.1306 ns
- Root buf cell: clkbuf_8
- Pin count of the biggest net entering global routing: 12
- WS Path Type: flip-flop to output port
- CTS Sinks: 19
- DR iter-0 viols: 48
- Max VDD drop: 0.4170 mV
- Top-Level Pins: 15
- Min Clock Period, post-route: 1.911 ns
- Hold Vio Cnt, Final: 0
- Kind of end point of the critical path: output port
- Grt ovf: 0
- RSZ-0062 raised after global routing: false
- Resize count post-CTS: 0
- H-Tree Depth: 1
- Max Cap Viol: 0
- Status: finished clean
- Setup ws final: 0.1886 ns
- Synthesized registers: 19
- Area leader share: 0.4724
- Die height: 93 um
- FMAX: 0.5232 GHz
==> power breakdown <==
part	total [mW]	internal [mW]	switching, mW
Sequential	0.455	0.419	0.0369
Clock	0.253	0.135	0.118
Combinational	0.206	0.118	0.0881
Total	0.914	0.671	0.243
==> state kept, by name, summed over array words and instances (netlist names) <==
register,cells
DUT1.COUNT,4
DUT2.current_state,5
DUT1.SER_DONE,1
DUT1.SER_DATA,1
DUT1.S_DATA,7
DUT3.par_bit,1
==> placed cells by master, fill, tap and decap left out, drive strengths merged, types with 4 or more instances in the layout <==
master	count
mux2i	7
buf	5
clkdlybuf4s50	14
nor2	8
nand2	12
dfrtp	18
clkbuf	4
o21ai	11
inv	6
xnor2	5
==> routing by layer <==
metal	GRT usage	wire length (um)
met2	0.07418	872
met3	0.01696	131
met5	0	0
met1	0.06865	954
met4	0.006427	23
==> through the flow <==
step                instance area (um2)    util  total power, mW  hold WS (ns)
finish                             1246  0.2425           0.9142        0.4853
global route                       1246  0.2425           0.9797        0.5278
CTS                                1246  0.2425           0.9281        0.4940
detailed placement                 1201  0.2337           0.6703        0.4763
global placement                   1201  0.2337           0.6668        0.4712
floorplan                         953.4       -           0.5833        0.1244
==> worst min-delay path by stage <==
| stage | startpoint | endpoint | slack (ns) |
|---|---|---|---|
| CTS | DUT2.current_state[2] | DUT2.current_state[0] | 0.49 |
| global route | RST | DUT1.SER_DATA | 0.53 |
| finish | RST | DUT1.SER_DATA | 0.49 |
==> logic make-up (layout without fill, tap and decap cells) <==
logic type	Yosys count	in the layout	synth area share
adders and majority gates	2	2	0.02624
xor gates and xnor gates	7	7	0.07874
and+or+nand+nor	28	28	0.1326
buffers and inverters	9	29	0.04200
DFF	19	19	0.5000
muxes	9	9	0.09711
AOI/OAI and AO/OA	20	20	0.1234
==> cell usage after synthesis (all sizes together) <==
cell and count:
xnor3 1, xnor2 5, o21bai 1, nand2 12
mux2 2, nor2 8, o21ai 11, and2 1
mux2i 7, inv 6, dfstp 1, nand3 2
a21o 2, xor2 1, ha 2, dfrtp 18
or4 1, and3 1, o32ai 2, a21oi 3
a211oi 1, buf 3, nor2b 2, nand4b 1
==> cell type report <==
cell class              instances  area, um2
clock buffers                   4      45.04
repair buffers                 19      177.7
inverters                       6      22.52
well taps                      70      87.58
flip-flops and latches         19      476.7
fillers                       576       3894
multi-input cells              66      436.7
Power and IR drop assume default switching activity.
