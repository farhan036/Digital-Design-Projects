<file path="config.mk">
export PLATFORM = sky130hd
export DESIGN_NAME = UART_RX_TOP
export DESIGN_NICKNAME = UART_RX_TOP
export VERILOG_FILES = /design/flow/design.v
export SDC_FILE = /design/flow/constraint.sdc
export NUM_CORES = 4
export LEC_CHECK = 1
export CORE_UTILIZATION = 50
</file>
<file path="constraint.sdc">
current_design UART_RX_TOP

set clk_period 2.7
set clk_io_pct 0.2

create_clock -name clk0 -period $clk_period [get_ports {CLK}]

set non_clock_inputs [all_inputs -no_clocks]
set_input_delay [expr $clk_period * $clk_io_pct] -clock clk0 $non_clock_inputs
set_output_delay [expr $clk_period * $clk_io_pct] -clock clk0 [all_outputs]
</file>
<file path="design.v">
module FSM (
    input wire        CLK,
    input wire        RST,           
    input wire        RX_IN,         
    input wire        PAR_EN,        
    input wire  [3:0] bit_cnt,       
    input wire  [4:0] edge_cnt,      
    input  wire [5:0] Prescale,      
    input wire        par_err,       
    input wire        strt_glitch,   
    input wire        stp_err,       
    output reg        par_chk_en,    
    output reg        strt_chk_en,   
    output reg        stp_chk_en,    
    output reg        enable,        
    output reg        dat_samp_en,   
    output reg        deser_en,      
    output reg        data_valid     
);
    typedef enum logic [2:0] {
        IDLE   = 3'b000,
        START  = 3'b001,
        SEND   = 3'b011,
        PARITY = 3'b010,
        STOP   = 3'b110,
        FINAL  = 3'b111
    } state;
    state current_state, next_state;
    always @(posedge CLK or negedge RST) begin
        if (!RST)
            current_state <= IDLE;
        else
            current_state <= next_state;
    end
    always @(*) begin
        par_chk_en  = 0;
        strt_chk_en = 0;
        stp_chk_en  = 0;
        enable      = 0;
        dat_samp_en = 0;
        deser_en    = 0;
        data_valid  = 0;
        case (current_state)
            IDLE: begin      
                if (RX_IN)
                begin
                    next_state = IDLE;
                end
                else
                    next_state = START;
            end
            START: begin        
                dat_samp_en = 1;     
                strt_chk_en = 1;     
                enable      = 1;     
                if (edge_cnt == Prescale-1 ) 
                begin
                    if (strt_glitch)
                        next_state = IDLE;   
                    else
                        next_state = SEND;   
                    end
                else 
                begin
                        next_state = START;
                end
            end
            SEND: begin
                deser_en    = 1;     
                dat_samp_en = 1;     
                enable      = 1;     
                if (bit_cnt == 4'd9) begin
                    if (PAR_EN)
                        next_state = PARITY;     
                    else
                        next_state = STOP;       
                end
                else
                    next_state = SEND;
            end
            PARITY: begin
                par_chk_en = 1;      
                enable     = 1;      
                dat_samp_en = 1;     
                if (bit_cnt == 4'd10)
                begin
                    if(par_err == 1)
                    next_state = IDLE;       
                    else
                    next_state = STOP;       
                end
                else
                    next_state = PARITY;
            end
            STOP: begin
 		  stp_chk_en = 1;      
                enable     = 1;      
                dat_samp_en = 1;     
                if (PAR_EN) 
                begin
                    if (bit_cnt == 4'd11)
                    begin
                        if(stp_err == 1)
                        next_state = IDLE;       
                        else
                        next_state = FINAL;      
                    end
                    else
                        next_state = STOP;
                end
                else
                begin
                    if (bit_cnt == 4'd10)
                    begin
                        if(stp_err == 1)
                        next_state = IDLE;
                        else
                        next_state = FINAL;
                    end
                else
                        next_state = STOP;
                end
            end
            FINAL: begin
                     data_valid = 1;      
                    if (RX_IN)
                        next_state = IDLE;       
                    else
                        next_state = START;      
            end
            default: next_state = IDLE;
        endcase
    end
endmodule
module UART_RX_TOP (
    input wire        CLK,
    input wire        RST,  
    input wire        RX_IN,
    input wire [5:0]  Prescale,
    input wire        PAR_EN,
    input wire        PAR_TYP,
    output wire [7:0] P_DATA,
    output wire       Parity_Error,
    output wire       Stop_Error,
    output wire       data_valid
);
wire par_chk_en;
wire strt_chk_en;
wire strt_glitch;
wire stp_chk_en;
wire enable;
wire [3:0] bit_cnt;
wire dat_samp_en;
wire [4:0] edge_cnt;
wire sampled_bit;
wire deser_en;
FSM DUT1 (
 .CLK(CLK),
 .RST(RST), 
 .RX_IN(RX_IN), 
 .PAR_EN(PAR_EN), 
 .bit_cnt(bit_cnt), 
 .edge_cnt(edge_cnt),
 .par_err(Parity_Error),
 .strt_glitch(strt_glitch),
 .Prescale(Prescale),
 .stp_err(Stop_Error),
 .par_chk_en(par_chk_en),
 .strt_chk_en(strt_chk_en),
 .stp_chk_en(stp_chk_en),
 .enable(enable),
 .dat_samp_en(dat_samp_en),
 .deser_en(deser_en),
 .data_valid(data_valid)
);
edge_bit_counter DUT2 (
 .CLK(CLK),
 .RST(RST),
 .enable(enable),
 .Prescale(Prescale),
 .bit_cnt(bit_cnt),
 .edge_cnt(edge_cnt)
);
data_sampling DUT3 (
 .CLK(CLK),
 .RST(RST),
 .RX_IN(RX_IN),
 .dat_samp_en(dat_samp_en),
 .Prescale(Prescale),
 .edge_cnt(edge_cnt),
 .sampled_bit(sampled_bit)
);
parity_check DUT4 (
 .CLK(CLK),
 .RST(RST),
 .par_chk_en(par_chk_en),
 .PAR_TYP(PAR_TYP),
 .P_DATA(P_DATA),
 .edge_cnt(edge_cnt),
 .Prescale(Prescale),
 .sampled_bit(sampled_bit),
 .par_err(Parity_Error)
);
deserializer DUT5(
 .CLK(CLK),
 .RST(RST),
 .sampled_bit(sampled_bit),
 .deser_en(deser_en),
 .Prescale(Prescale),
 .edge_cnt(edge_cnt),  
 .P_DATA(P_DATA)
);
strt_check DUT6(
 .CLK(CLK),
 .RST(RST),
 .strt_chk_en(strt_chk_en),
 .sampled_bit(sampled_bit),
 .strt_glitch(strt_glitch)
);
stop_check DUT7(
 .CLK(CLK),
 .RST(RST),
 .stp_chk_en(stp_chk_en),
 .sampled_bit(sampled_bit),
 .stp_err(Stop_Error)
);
endmodule
module data_sampling (
    input  wire       CLK,
    input  wire       RST,          
    input  wire       RX_IN,         
    input  wire       dat_samp_en,   
    input  wire [5:0] Prescale,      
    input  wire [4:0] edge_cnt,      
    output reg        sampled_bit    
);
    reg [2:0] majority;   
    always @(posedge CLK or negedge RST) begin
        if (!RST) begin
            sampled_bit <= 1'b0;
            majority    <= 3'b000;
        end 
        else if (dat_samp_en) begin
            case (Prescale)
                6'd8: begin
                    case (edge_cnt)   
                        5'd2: majority[0] <= RX_IN;  
                        5'd3: majority[1] <= RX_IN;  
                        5'd4: begin
                            majority[2] <= RX_IN;    
                            sampled_bit <= (majority[0] + majority[1] + RX_IN) >= 2;    
                        end
                    endcase
                end
                6'd16: begin
                    case (edge_cnt)   
                        5'd6: majority[0] <= RX_IN;
                        5'd7: majority[1] <= RX_IN;
                        5'd8: begin
                            majority[2] <= RX_IN;
                            sampled_bit <= (majority[0] + majority[1] + RX_IN) >= 2;
                        end
                    endcase
                end
                6'd32: begin
                    case (edge_cnt)  
                        5'd14: majority[0] <= RX_IN; 
                        5'd15: majority[1] <= RX_IN;
                        5'd16: begin
                            majority[2] <= RX_IN;
                            sampled_bit <= (majority[0] + majority[1] + RX_IN) >= 2;
                        end
                    endcase
                end
            endcase
        end
        else  
        sampled_bit <= 0;
    end
endmodule
module deserializer (
    input  wire       CLK,
    input  wire       RST,          
    input  wire       sampled_bit,       
    input  wire       deser_en,  
    input wire  [4:0] edge_cnt,  
    input  wire [5:0] Prescale,  
    output reg  [7:0] P_DATA    
);
    reg [2:0] i;           
    always @(posedge CLK or negedge RST) 
    begin
        if (!RST) begin
            P_DATA     <= 8'b0;
            i          <= 3'b0;
        end
        else if (deser_en) 
        begin
            if (edge_cnt == (Prescale - 1)) 
            begin
                P_DATA[i] <= sampled_bit;
                i         <= i + 1;
            end
        end
        else 
        begin
            i         <= 3'b0;
        end
    end
endmodule
module edge_bit_counter (
    input  wire       CLK,
    input  wire       RST,          
    input  wire       enable,        
    input  wire [5:0] Prescale,     
    output reg [3:0]  bit_cnt,  
    output reg [4:0]  edge_cnt   
);
    always @(posedge CLK or negedge RST) 
    begin
        if (!RST) 
        begin
            edge_cnt <= 5'd0;
            bit_cnt  <= 4'd0;
        end 
        else if (enable) 
        begin
            if (edge_cnt == (Prescale-1)) 
            begin
                edge_cnt <= 5'd0;
                bit_cnt  <= bit_cnt + 1'b1;    
            end
            else 
            begin
                edge_cnt <= edge_cnt + 1'b1;
            end
        end
        else
            begin
                bit_cnt  <= 'd0;
                edge_cnt <= 'd0;
            end
    end
endmodule
module parity_check (
    input  wire       CLK,
    input  wire       RST,          
    input  wire       par_chk_en,   
    input  wire       PAR_TYP,      
    input wire  [4:0] edge_cnt,
    input  wire [5:0] Prescale,     
    input  wire [7:0] P_DATA,       
    input  wire       sampled_bit,  
    output reg        par_err       
);
    reg expected_parity;
    always @(posedge CLK or negedge RST) begin
        if (!RST) 
        begin
            par_err <= 1'b0;
            expected_parity <= 1'b0;
        end
        else if (par_chk_en) 
        begin
            expected_parity <= (PAR_TYP) ? ~(^P_DATA) : (^P_DATA);
            if(edge_cnt== Prescale-2)
            par_err <= (sampled_bit != expected_parity);
        end
    end
endmodule
module stop_check (
    input  wire       CLK,
    input  wire       RST,          
    input  wire       stp_chk_en,   
    input  wire       sampled_bit,  
    output reg        stp_err       
);
    always @(posedge CLK or negedge RST) 
    begin
        if (!RST)
            stp_err <= 1'b0;
        else if(stp_chk_en)
            begin
               stp_err <= (sampled_bit != 1'b1);  
            end
    end
endmodule
module strt_check (
    input  wire       CLK,
    input  wire       RST,              
    input  wire       strt_chk_en,      
    input  wire       sampled_bit,      
    output reg        strt_glitch       
);
    always @(posedge CLK or negedge RST) 
    begin
        if (!RST)
            strt_glitch <= 1'b0;
        else if(strt_chk_en)
            begin
               strt_glitch <= (sampled_bit != 1'b0);
            end
    end
endmodule
</file>
<file path="run.sh">
#!/bin/bash
# OpenROAD 26Q1-2900-gdf79404cd8, Yosys 0.63+post, stock flow scripts
make -C /OpenROAD-flow-scripts/flow DESIGN_CONFIG=/design/flow/config.mk WORK_HOME=/design/flow/orfs finish
</file>
==> metrics.yaml <==
drt:
  vias_post_dr: 1874
  routed_wirelength_mm: 5.06
  post-route-drc-count: 0
  routed_wire_length_per_instance_um: 15.9
  via_per_inst: 5.89
  antenna_cells_inserted: 0
  drt_pre_antenna_iters: 4
  drt_first_iter_violations: 91
  detail-route-antenna-nets: 0
critical_path:
  path_delay_family: "buffers and inverters"
  worst-path-buf-inv: 3
  startpoint_type: "input port"
  crit_arrival_ns: 2.76
  crit_path_end_kind: "register"
  required_ns: 2.91
  slowest_stage: "clkdlybuf4s50_1"
  crit_path_max_incr_delay_ns: 0.42
  timing.critical_path.cells: "clkdlybuf4s50_1, inv_1, ha_1, a21boi_4, and3_1, o221ai_2, buf_4, or4_1, a21oi_1"
  setup.worst_path.class: "input port to register"
  worst-path-max-fanout: 8
  reg2reg_from: "DUT2.edge_cnt[3]$_DFF_PN0_"
  crit_path_start: "Prescale[1]"
final_layout:
  ratio_of_cells_with_drive_above_1_in_the_final_layout_pct: 19.0
  final_cell_area_um2: 2740
  syn2layout_area_growth_pct: 23.4
pwr:
  p_leak_nw: 1.19
  vdd_drop_max_v: 0.000467
  power-per-cell-area_nw_per_um2: 748
  switch_pwr_w: 0.000763
  internal_power_w: 0.00128
  switching_share_pct: 37.3
  combPwrFrac_pct: 37.2
  seq_power_share_pct: 39.9
  power.share.clock_pct: 22.9
logic_synthesis:
  synth_top_cell_by_area: "dfrtp_1"
  synth.area.top_cells: "dfrtp_1 (36%), ha_1 (7.9%), xnor2_1 (6.7%)"
  synth_seq_share_pct: 37.3
  postSynth.asyncResetShare_pct: 100
  post-synth-top-area-fraction_pct: 36.1
  yosysCellCount: 228
  synth_area_um2: 2220
  postSynthCellCount: 228
  flop_cell: "dfrtp_1"
  ys_seq_elements: 33
  postSynthAreaPerCell_um2: 9.72
  ys_chip_area_um2: 2220
  synth.lib_cells_used.distinct: 49
  synth.yosys.warnings: 7
  edf_count: 0
global_route:
  grt_pass1_vias: 1800
  antenna_found_initial: 0
  grt_first_pass_wirelength_mm: 8.36
  grt_usage_pct: 24.5
  grt_start_max_net_pins: 34
  grt_overflow: 0
timing:
  grt_setup_unrepaired: "false"
  fmaxAchievable_mhz: 391
  post-route-min-period_ns: 2.56
  worstMarginPinSlew_ns: 0.430
  clock_skew_ns: 0.00767
  final.period_utilization_pct: 94.7
  final_hold_viol_count: 0
  totalNegativeSetupSlack_ns: 0
  relSlewSlack_pct: 71.3
  finalSetupViolCount: 0
  report.final.slew_viol_count: 0
outcome:
  outcome: "finished, final reports clean"
job:
  maxCapViolations: 0
  warnings: 33
clock_network:
  cts.sinks: 33
  tritoncts_buffer_count: 5
  tritoncts_clock_tree: "done"
  cts-root-buf: "clkbuf_8"
  cts_max_level: 2
  cts_buffer_depth: 2
  clock_latency_ns: 0.28
  cts.repair_timing.setup_buffer_count: 0
  cts.reportedPaths.clkPinSlew_ns: 0.07
placement:
  gp_congestion: 0.918
  port-buffer-count: 21
  dpl_wire_length_mm: 3.65
  postPlaceCellArea_um2: 2600
floorplan:
  ios: 22
  fp-utilization_pct: 53.8
  die_area_um2: 4700
  coreArea_um2: 4120
  die.size.x_um: 68.6
  count_of_standard_cell_rows: 23
  dieHeight_um: 68.6
min_path:
  min-delay-path-class: "register to register"
  worst_hold_start: "DUT7.stp_err$_DFFE_PN0P_"
[kinds of logic after synthesis]
| logic type | after synthesis | share of synthesized area, % |
|---|---|---|
| AND-OR/OR-AND | 51 | 16.4 |
| buffers and inverters | 29 | 5.48 |
| multiplexers | 10 | 4.91 |
| flip-flops | 33 | 37.3 |
| adder cells (fa/ha/maj) | 14 | 7.91 |
| XOR/XNOR | 24 | 9.83 |
| AND/OR/NAND/NOR | 67 | 18.2 |
[repair_timing]
item | CTS | global route
hold buffers | 0 | 0
resized | 0 | 3
setup endpoints to repair | 0 | 4
[cell type report]
| type | instances | area (µm²) |
|---|---|---|
| clock inverters | 3 | 46.3 |
| clock buffers | 5 | 68.8 |
| fillers | 337 | 1380 |
| well taps | 50 | 62.6 |
| flip-flops and latches | 33 | 827 |
| inverters | 19 | 71.3 |
| multi-input cells | 166 | 1290 |
| repair buffers | 42 | 368 |
[synth_stat cells, types with 3 or more instances]
| master | n |
|---|---|
| nor3_1 | 8 |
| dfrtp_1 | 32 |
| nor2b_1 | 4 |
| o211ai_1 | 4 |
| nor4_1 | 6 |
| nor3b_1 | 3 |
| o41ai_1 | 8 |
| ha_1 | 14 |
| and3_1 | 4 |
| or4_1 | 3 |
| xnor2_1 | 17 |
| mux2i_1 | 3 |
| nand2_1 | 10 |
| clkbuf_1 | 5 |
| mux2_2 | 7 |
| o21ai_0 | 8 |
| xor2_1 | 6 |
| nor2_1 | 6 |
| a31o_2 | 3 |
| nand4_1 | 3 |
| a21oi_1 | 12 |
| nand3_1 | 9 |
| inv_1 | 19 |
| o31ai_1 | 4 |
| buf_2 | 3 |
[layout by cell type (no fill, tap or decap), types with 4 or more instances in the layout]
| cell | Yosys | final |
|---|---|---|
| inv_1 | 19 | 19 |
| dfrtp_1 | 32 | 32 |
| a21oi_1 | 12 | 12 |
| o211ai_1 | 4 | 4 |
| xnor2_1 | 17 | 17 |
| nor2b_1 | 4 | 4 |
| and3_1 | 4 | 4 |
| nor3_1 | 8 | 8 |
| o41ai_1 | 8 | 8 |
| nand2_1 | 10 | 10 |
| mux2_2 | 7 | 7 |
| clkbuf_8 | 0 | 5 |
| nand3_1 | 9 | 9 |
| xor2_1 | 6 | 5 |
| buf_4 | 0 | 21 |
| o31ai_1 | 4 | 4 |
| nor4_1 | 6 | 6 |
| o21ai_0 | 8 | 8 |
| clkdlybuf4s50_1 | 0 | 21 |
| ha_1 | 14 | 14 |
| nor2_1 | 6 | 6 |
[metal layers]
metal,GRT usage [%],wire length [µm]
met1,39.4,2520
met2,37.6,2270
met3,3.67,225
met4,2.08,42
met5,0,0
[metrics by stage]
step	utilization, %	std cells	setup slack (ns)	total power (W)	hold WS, ns
final	66.5	318	0.143	0.00205	0.470
after global routing	66.5	318	0.0180	0.00219	0.490
after CTS	65.9	318	0.145	0.00203	0.463
after detailed placement	63.1	310	-0.151	0.00156	0.455
after global placement	63.1	310	-0.102	0.00153	0.441
after floorplan	-	228	0.554	0.00128	0.244
[worst paths after layout]
kind	slack [ns]	depth (start not counted)	endpoint
setup reg to reg	0.72	5	DUT5.P_DATA[2]$_DFFE_PN0P_
hold / removal	0.47	1	DUT1.current_state[5]$_DFF_PN0_
hold reg to reg	0.47	1	DUT1.current_state[5]$_DFF_PN0_
min in group asynchronous	0.67	2	DUT2.bit_cnt[3]$_DFFE_PN0P_
max in group asynchronous	1.69	2	DUT1.current_state[0]$_DFF_PN1_
setup / recovery	0.14	9	DUT5.i[2]$_DFFE_PN0P_
[flip-flops by register name, indices dropped and copies added, names as in the netlist]
signal and cells:
DUT5.P_DATA 8, DUT3.majority 2, DUT2.edge_cnt 5, DUT6.strt_glitch 1, DUT4.expected_parity 1, DUT2.bit_cnt 4, DUT1.current_state 6, DUT7.stp_err 1
DUT3.sampled_bit 1, DUT5.i 3, DUT4.par_err 1
[worst register-to-register path: stages, from the launching register on]
cell and delay, ns:
dfrtp_1 0.46, xnor2_2 0.28, xor2_2 0.23, nand3b_4 0.16
nor4_1 0.35, mux2_2 0.38
[power groups by stage]
stage / clock network (W) / logic, W / registers, W
CTS: 0.000473 / 0.000742 / 0.000812
global route: 0.000496 / 0.000857 / 0.000839
finish: 0.000468 / 0.000761 / 0.000816
Power figures rest on the tool's default switching activity, not on a simulated workload.
